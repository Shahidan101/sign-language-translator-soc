===== ./config.mk =====
export PLATFORM = sky130hd
export DESIGN_NAME = memory
export DESIGN_NICKNAME = memory
export VERILOG_FILES = /design/flow/design.v
export SDC_FILE = /design/flow/constraint.sdc
export NUM_CORES = 4
export LEC_CHECK = 1
export CORE_AREA = 10 10 79 79
export DIE_AREA = 0 0 89 89

===== ./constraint.sdc =====
current_design memory

set clk_period 1.7
set clk_io_pct 0.2

create_clock -name clk0 -period $clk_period [get_ports {CLK}]

set non_clock_inputs [all_inputs -no_clocks]
set_input_delay [expr $clk_period * $clk_io_pct] -clock clk0 $non_clock_inputs
set_output_delay [expr $clk_period * $clk_io_pct] -clock clk0 [all_outputs]

===== ./run.sh =====
#!/bin/bash
# OpenROAD 26Q1-2900-gdf79404cd8, Yosys 0.63+post, stock flow scripts
make -C /OpenROAD-flow-scripts/flow DESIGN_CONFIG=/design/flow/config.mk WORK_HOME=/design/flow/orfs finish

===== ./design.v =====
module counter(
  input CLK,
  input RST,
  output reg [5:0] count
);
  always @ (posedge CLK)
    begin
      if (RST == 1)
        begin
          count <= 0;
        end
      else if (RST == 0)
        begin
          count <= count + 1;
        end
    end
endmodule
module memory(
  input CLK,
  input RST,
  input [5:0] ADD,
  output reg CLR,
  output reg [5:0] DATA
);
  wire [5:0] countADD;
  counter count0(CLK, RST, countADD);
  always @(posedge CLK)
    begin
      CLR <= 1;
      DATA <= 63;
      if (ADD == countADD)
        begin
          DATA <= countADD;
          CLR <= 0;
        end
    end
endmodule

==> notes.md <==
Results of the run.

The run finished with clean final reports. The number of buffers inserted by hold repair at cts is 0. For reference, the placement row count at floorplan is 25. The initial core utilization is 0.104. Timing would allow up to between 0.7 and 0.8 GHz. Of the available clock period, the critical path in the final layout requires 0.820.

The first-pass GRT wire length is 1.46 mm. The horizontal die dimension reported for this design is a little under 90 um. Of the total power, the clock network draws 0.403.

The share of the Yosys chip area taken by registers is 0.537. The via density per instance is about 3. The switching share of total power is 0.198. The worst hold margin is between 400 and 500 ps. For this block, the initial DRC count from the detailed router was 9. The final antenna diode count is 0. The remaining antenna violation count is 0. STA puts the critical path data arrival time at 1500 ps. The share of total power dissipated in combinational logic is 0.092. The flip-flop and latch count after synthesis is 13. The average detailed-routed wire length per instance is 8.42 um. The total cells reported by yosys after synthesis is between 40 and 50. Setup repair after global routing left no endpoint under its margin. The top-area cell type share of the netlist area is 0.537. The global router's overall resource usage is 0.0245.

The clock passes through at most 2 buffers. The core region is around 4700 um2. Across the run, the number of max-cap violations was 0. The total of warnings raised by yosys is 2. The later-pin clock latency in the skew report is 230 ps. According to the Yosys statistics, the synthesized design has a chip area of 484 um2. TritonCTS built the clock tree. The transition time at the pin with the least slew margin is 400 ps. The final max-slew violation count recorded for this run is 0. The net load switching power is roughly 0.13 mW. The number of different library cells used by synthesis comes to 13. The number of iterations in the first detailed-routing pass is 4. The remaining max-slew budget at the tightest pin is 0.731. The overall chip area is 7920 um2.

Of all cell types, the one taking the most synthesized area is dfxtp_1. The instance count after placement with tap cells included is 112. After layout, the worst setup slack is 306 ps. For reference, the clock transition at the flip-flops on the worst setup and hold paths is about 50 ps.

At the end of routability-driven placement, the weighted congestion stood at 0.754. The remaining routing DRC violations is 0. The synthesized netlist occupies a cell area of 484 um2. The endpoint required time on the critical path is 1800 ps. The highest supply drop recorded on VDD is about 0.26 mV. The finished layout holds 116 standard cells, fillers aside.

Per the CTS log, the root buffer master is clkbuf_8. The count of instances resized after the clock tree is built is 0. The internal power is 0.513 mW.

The pre-CTS setup slack is 56.0 ps. The logs give a warning total of 25. The number of antenna violations at the first check in global routing is 0. The total clock buffers created by CTS is 3. Of the total power, registers draw 0.505. The final critical delay including setup and external delays is 1390 ps. The number of buffers inserted to repair setup after CTS is 0. The number of global-route vias before repair came to 356. Per the detailed-route log, wirelength across all metal layers totals 977 um.

15 I/O pins were placed. Relative to the synthesized area, the layout overhead comes to 52.2%. The kind of end point of the critical path is a register. The final-layout setup total negative slack is 0 ps. The power density over cell area is 867 nW/um2. The remaining global-route overflow is 0. The setup skew after layout is 2.17 ps. The leakage component of the power was reported as 0.263 nW. During placement, the flow inserted port buffers numbering 14. The final setup violation count is 0. Looking at the clock tree report, the H-tree level count equals 1. The launching element type of the critical path is a primary input.

The layout summary lists the proportion of cells stronger than drive strength 1 as 0.0645. The vias after detailed routing is approximately 360. For reference, the top cells by area after synthesis are dfxtp_1 (54%), xor2_1 (14%), nand3b_1 (9.3%). The average instance in the mapped netlist occupies 11.0 um2.

According to the floorplan report, the die height is 89 um. The estimated wirelength of the detail-placed design is 814 um. The largest net degree at the start of global routing is 8. The synthesized instance count is 44. The TritonCTS sink count is 13. Per the timing report, the biggest fanout along the worst path comes to 7. The count of final hold-check violations is 0. The category of the critical setup timing path is in2reg. In this run the worst hold path is classified as reg2reg.
## kinds of logic after synthesis
| family | Yosys count | synth area share |
|---|---|---|
| AND/OR/NAND/NOR | 20 | 0.258 |
| adder cells (fa/ha/maj) | 1 | 0.0258 |
| XOR/XNOR | 9 | 0.163 |
| AND-OR/OR-AND | 1 | 0.0155 |
| flip-flops | 13 | 0.537 |
## placed cells by master, fill, tap and decap left out, types with 2 or more instances in the layout
cell             Yosys  routed
clkdlybuf4s50_1      0      14
dfxtp_1             13      13
xor2_1               8       8
nor2_1               6       6
nand3b_1             6       6
clkbuf_8             0       3
nand2_1              2       2
nand3_1              2       2
## sequential cells by signal, indices dropped and copies added (netlist names)
register      count
DATA              6
count0.count      6
CLR               1
## final timing paths
path	start	end	slack (ps)	cells past startpoint
setup / recovery	ADD[5]	DATA[1]	310	4
setup reg to reg	count0.count[3]	DATA[1]	470	3
hold / removal	count0.count[0]	count0.count[0]	490	1
hold reg to reg	count0.count[0]	count0.count[0]	490	1
## stage by stage
stage / instance area, um2 / util / power, mW
2_1_floorplan: 484 / - / 0.356
3_3_place_gp: 692 / 0.148 / 0.387
3_5_place_dp: 692 / 0.148 / 0.388
4_1_cts: 737 / 0.158 / 0.647
5_1_grt: 737 / 0.158 / 0.663
6_report: 737 / 0.158 / 0.639
## routing by layer
layer / share of wire / GRT usage / wire (um) / up-vias
met1: 0.39 / 0.0217 / 379 / 156
met5: 0 / 0 / 0 / -
met3: 0.20 / 0.0248 / 200 / 2
met2: 0.40 / 0.0392 / 388 / 15
li1: - / - / - / 182
met4: 0.0082 / 0.00434 / 8 / 0
## critical path: stages
cell and delay (ps):
clkdlybuf4s50_1 410, xor2_1 170, nor4_4 440, nand3b_1 130
## synthesized netlist by cell type (all sizes together)
cell	number
dfxtp	13
ha	1
nand2	2
nand2b	1
nand3	2
nand3b	6
nor2	6
nor2b	1
nor4	2
o21bai	1
xnor2	1
xor2	8
## area by class of cell
class / count / area (um2)
Clock buffer: 4 / 45.0
Fill cell: 489 / 3920
Multi-Input combinational cell: 31 / 224
Sequential cell: 13 / 260
Tap cell: 54 / 67.6
Timing Repair Buffer: 14 / 140
## power by group through the flow
stage     logic, mW  registers [mW]  clock network, mW
6_report     0.0585           0.323              0.258
5_1_grt      0.0648           0.324              0.273
4_1_cts      0.0602           0.323              0.264
Power and IR drop assume default switching activity.
