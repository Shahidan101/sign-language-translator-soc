[design/flow/config.mk]
export PLATFORM = sky130hd
export DESIGN_NAME = subtractor_module
export DESIGN_NICKNAME = subtractor_module
export VERILOG_FILES = /design/flow/design.v
export SDC_FILE = /design/flow/constraint.sdc
export NUM_CORES = 4
export LEC_CHECK = 1
export CORE_AREA = 10 10 99 99
export DIE_AREA = 0 0 109 109
[design/flow/design.v]
module full_sub(
  input X,
  input Y,
  input Bin,
  output DIFF,
  output Bout
);
  wire X1;
  wire X2;
  wire X3;
  xor(X1, X, Y);
  and(X2, ~X, Y);
  and(X3, ~X1, Bin);
  xor(DIFF, X1, Bin);
  or(Bout, X3, X2);
endmodule
module full_sub12(
  input [14:0] X, Y,
  input Bin,
  output [14:0] DIFF,
  output Bout);
  wire [13:0] borrow;
  full_sub fs0(
    .X(X[0]),
    .Y(Y[0]),
    .Bin(Bin),
    .DIFF(DIFF[0]),
    .Bout(borrow[0])
  );
  full_sub fs1(
    .X(X[1]),
    .Y(Y[1]),
    .Bin(borrow[0]),
    .DIFF(DIFF[1]),
    .Bout(borrow[1])
  );
  full_sub fs2(
    .X(X[2]),
    .Y(Y[2]),
    .Bin(borrow[1]),
    .DIFF(DIFF[2]),
    .Bout(borrow[2])
  );
  full_sub fs3(
    .X(X[3]),
    .Y(Y[3]),
    .Bin(borrow[2]),
    .DIFF(DIFF[3]),
    .Bout(borrow[3])
  );
  full_sub fs4(
    .X(X[4]),
    .Y(Y[4]),
    .Bin(borrow[3]),
    .DIFF(DIFF[4]),
    .Bout(borrow[4])
  );
  full_sub fs5(
    .X(X[5]),
    .Y(Y[5]),
    .Bin(borrow[4]),
    .DIFF(DIFF[5]),
    .Bout(borrow[5])
  );
  full_sub fs6(
    .X(X[6]),
    .Y(Y[6]),
    .Bin(borrow[5]),
    .DIFF(DIFF[6]),
    .Bout(borrow[6])
  );
  full_sub fs7(
    .X(X[7]),
    .Y(Y[7]),
    .Bin(borrow[6]),
    .DIFF(DIFF[7]),
    .Bout(borrow[7])
  );
  full_sub fs8(
    .X(X[8]),
    .Y(Y[8]),
    .Bin(borrow[7]),
    .DIFF(DIFF[8]),
    .Bout(borrow[8])
  );
  full_sub fs9(
    .X(X[9]),
    .Y(Y[9]),
    .Bin(borrow[8]),
    .DIFF(DIFF[9]),
    .Bout(borrow[9])
  );
  full_sub fs10(
    .X(X[10]),
    .Y(Y[10]),
    .Bin(borrow[9]),
    .DIFF(DIFF[10]),
    .Bout(borrow[10])
  );
  full_sub fs11(
    .X(X[11]),
    .Y(Y[11]),
    .Bin(borrow[10]),
    .DIFF(DIFF[11]),
    .Bout(borrow[11])
  );
  full_sub fs12(
    .X(X[12]),
    .Y(Y[12]),
    .Bin(borrow[11]),
    .DIFF(DIFF[12]),
    .Bout(borrow[12])
  );
  full_sub fs13(
    .X(X[13]),
    .Y(Y[13]),
    .Bin(borrow[12]),
    .DIFF(DIFF[13]),
    .Bout(borrow[13])
  );
  full_sub fs14(
    .X(X[14]),
    .Y(Y[14]),
    .Bin(borrow[13]),
    .DIFF(DIFF[14]),
    .Bout(Bout)
  ); 
endmodule 
module subtractor_module(
  input CLK,
  input DE,
  input [14:0] SENSOR_IN,
  input [14:0] REF,
  input BIN,
  output reg OE,
  output reg [14:0] NEW_OUT,
  output BOUT
);
  wire [14:0] OUT;
  full_sub12 fs12_0(SENSOR_IN, REF, BIN, OUT, BOUT);
  always @(posedge CLK)
    begin
      if (DE == 1)
        begin
          NEW_OUT <= 15'bz;
          OE <= 1;
        end
      else if (DE == 0)
        begin
          if (BOUT == 1)
            begin
              NEW_OUT <= ~OUT + 1'b1;
            end
          else if (BOUT == 0)
            begin
              NEW_OUT <= OUT;
              OE <= 0;
            end
        end
    end
endmodule
[design/flow/constraint.sdc]
current_design subtractor_module

set clk_period 14.2
set clk_io_pct 0.2

create_clock -name clk0 -period $clk_period [get_ports {CLK}]

set non_clock_inputs [all_inputs -no_clocks]
set_input_delay [expr $clk_period * $clk_io_pct] -clock clk0 $non_clock_inputs
set_output_delay [expr $clk_period * $clk_io_pct] -clock clk0 [all_outputs]
[design/flow/run.sh]
#!/bin/bash
# OpenROAD 26Q1-2900-gdf79404cd8, Yosys 0.63+post, stock flow scripts
make -C /OpenROAD-flow-scripts/flow DESIGN_CONFIG=/design/flow/config.mk WORK_HOME=/design/flow/orfs finish
==> summary.txt <==
The following summarizes the physical implementation.

Logic synthesis
For reference, the post-synthesis area per instance comes to 10.7 µm². The synthesized instance count is 95. The cell area after technology mapping is 1010 µm². The register share after synthesis is 0.316. The post-synth register bit count is 16. The post-synthesis cell type count is 22. The total cell area reported by yosys after synthesis is 1010 µm².

The number of cells reported by Yosys stat comes to 95. The synthesis log from Yosys contains 2 warnings.

Die
The starting utilization of the core area is 0.131. The number of primary I/O pins is 50. The core outline area is 7730 µm². The chip width is 109 µm. The vertical extent of the die is 109 µm. The chip occupies 11900 µm². The floorplan row count is 32.

Critical path
Counting stages on the worst path, the most repeated cell is sky130_fd_sc_hd__fa_1. STA lists the maximum fanout along the critical path as 16. The launch point of the worst register-to-register path is recorded as OE. The startpoint kind of the worst setup timing path is a primary input. Data arrives at the worst endpoint at 9230 ps. For reference, the critical path cell chain is clkdlybuf4s50_1 -> inv_1 -> fa_1 -> inv_1 -> fa_1 -> inv_1 -> fa_1 -> fa_1 -> fa_1 -> fa_1 -> fa_1 -> fa_1 -> fa_1 -> fa_1 -> fa_1 -> inv_1 -> fa_1 -> fa_1 -> fa_1 -> fa_1 -> clkdlybuf4s50_1. In this design, the largest share of critical-path delay is due to adder cells.

The delay of the slowest cell on the worst path is 590 ps. The cell depth of the worst flop-to-flop path is 1. The buffer-and-inverter tally for the worst setup path is 6. The kind of end point of the critical path is an output port.

The end of the worst register-to-register path is OE. The critical path is of the in -> out type. For the worst setup path, the data required time is 11360 ps.

The master of the slowest instance on the critical path is sky130_fd_sc_hd__clkdlybuf4s50_1. STA reports a reg2reg setup slack of 13650 ps.

Placement
The pre-CTS setup check shows a worst slack of 2060 ps. Per the placement log, port buffering inserted 49 buffers. Note, the detailed placer reported a final HPWL of 2.37 mm. The final weighted congestion in routability-driven placement is 0.743.

STA
Headroom to the max-slew limit came out at 0.628. The number of endpoints failing setup at the final stage is 0. Setup repair after global routing left no endpoint under its margin. Static timing analysis puts the maximum clock frequency at 82.8 MHz. The final critical-path setup slack is 2130 ps. The clock arrives with 0 ps of skew.

The routed design could run at a clock period as short as 12070 ps. The actual slew at the worst max-slew pin is 556 ps. The part of the cycle the worst path needs is 0.850. The final hold violation count recorded for this run is 0. The final layout reports a setup TNS of 0 ps.

Counting pins that exceed their max-slew limit in the final report gives 0.

Hold path
Looking at the hold checks, the worst path lands on OE. The path type of the worst min-delay path is reg -> reg. The number of stages on the worst hold path is 1. The beginning of the worst hold path is OE.

Global route
The first global-routing pass estimated 3.69 mm of wire. The sum of overflow across all layers after global routing is 0. The number of global-route vias before repair came to 771. Across every metal layer, demand over resource in global routing totals 0.0393. Entering global routing, the biggest net connects 17 pins.

The number of antenna violations at the first check in global routing is 0.

Clock network
The CTS tree is done. The post-cts repair resize count is 0. Clock tree synthesis found a total of 16 sinks.

Per the TritonCTS log, the buffer count is 3. The root buffer cell chosen for the clock tree is sky130_fd_sc_hd__clkbuf_8. The total setup buffers inserted after CTS is 0.

The depth of the CTS H-tree is 1. The deepest clock path buffer count is 2. On the worst setup and hold paths after CTS, the clock-pin slew comes to 50 ps. The post-cts hold-fix buffer tally is 0. At the later pin of the worst-skew pair, clock insertion delay measures 240 ps.

Route
The routed wire length per instance is 9.87 µm. The initial DRC count is 7. The number of diodes is 0. The number of detailed-route iterations in the first pass is 4. The detailed-route DRC error count is 0. The detail route stage leaves a number of antenna-violating nets equal to 0. The final wirelength is 2.45 mm.

The total vias in the final route is 751. The via density per instance is 3.03.

Status
The flow ran to the end, and the final reports show no timing, DRC or antenna violations.

Power
The script computed a power per unit cell area of 100 nW/µm². The maximum vdd drop is 20.9 µV. In this run the static leakage power is 0.672 nW. The overall power is 0.167 mW.

Finish
Of the cells placed in the final design, the portion with a size suffix greater than 1 is 0.0479. The area added between synthesis and finish is 64.8%. The commonest non-fill, non-tap cell in the layout is sky130_fd_sc_hd__clkdlybuf4s50_1. Leaving out fill and tap cells, the most frequent cells in the layout are 49 x sky130_fd_sc_hd__clkdlybuf4s50_1, 22 x sky130_fd_sc_hd__inv_1, 16 x sky130_fd_sc_hd__dfxtp_1, 15 x sky130_fd_sc_hd__fa_1, 9 x sky130_fd_sc_hd__xnor2_1.

Run
The max-capacitance violation count is 0. The count of tool warnings is 25.
-- cell type report --
type                       instances  area, µm²
fill                             833       6060
multi-input combinational         56        606
timing repair buffer              49        490
sequential                        16        320
tap                              102        128
inverter                          22       82.6
clock buffer                       3       41.3
-- layer usage --
metal,routed length [µm],up-vias,global-route usage
li1,-,392,-
met1,964,338,0.0459
met2,1320,19,0.0707
met3,110,2,0.00896
met4,54,0,0.0104
met5,0,-,0
-- cells in the mapped netlist --
master	instances	area [µm²]
sky130_fd_sc_hd__a21o_1	1	7.51
sky130_fd_sc_hd__clkbuf_1	1	3.75
sky130_fd_sc_hd__dfxtp_1	16	320
sky130_fd_sc_hd__fa_1	15	300
sky130_fd_sc_hd__ha_1	1	12.5
sky130_fd_sc_hd__inv_1	22	82.6
sky130_fd_sc_hd__mux2i_1	1	10.0
sky130_fd_sc_hd__nand2_1	5	18.8
sky130_fd_sc_hd__nand2b_1	4	25.0
sky130_fd_sc_hd__nand3_1	1	5.00
sky130_fd_sc_hd__nor2_1	1	3.75
sky130_fd_sc_hd__nor2b_1	1	6.26
sky130_fd_sc_hd__nor4_1	1	6.26
sky130_fd_sc_hd__o21ai_0	3	15.0
sky130_fd_sc_hd__o21ai_2	2	17.5
sky130_fd_sc_hd__o31ai_1	3	22.5
sky130_fd_sc_hd__o41ai_1	1	8.76
sky130_fd_sc_hd__or3b_4	1	11.3
sky130_fd_sc_hd__or4_1	1	7.51
sky130_fd_sc_hd__or4b_4	1	13.8
sky130_fd_sc_hd__xnor2_1	9	78.8
sky130_fd_sc_hd__xor2_1	4	35.0
-- registers in the layout, summed over array words and instances (netlist names) --
signal and flops:
OE 1, NEW_OUT 15
-- through the flow --
| step | utilization | cells | area [µm²] | hold WS (ps) |
|---|---|---|---|---|
| after floorplan | - | 95 | 1010 | 403 |
| after global placement | 0.210 | 245 | 1630 | 436 |
| after detailed placement | 0.210 | 245 | 1630 | 444 |
| after CTS | 0.216 | 248 | 1670 | 455 |
| after global routing | 0.216 | 248 | 1670 | 474 |
| final | 0.216 | 248 | 1670 | 455 |
-- kinds of logic after synthesis --
family	count (synthesis)	synth area share
muxes	1	0.00989
DFF	16	0.316
buffers and inverters	23	0.0853
AOI/OAI and AO/OA	10	0.0705
and+or+nand+nor	16	0.0964
adders and majority gates	16	0.309
xor gates and xnor gates	13	0.112
-- power by group --
part	switching [mW]	internal, mW	leakage [nW]
registers	0.00308	0.0589	0.135
clock network	0.0124	0.0187	0.0216
logic	0.0250	0.0490	0.515
-- worst max path at each step --
| stage | start | depth (start not counted) | end |
|---|---|---|---|
| final | REF[0] | 21 | BOUT |
| after global routing | REF[0] | 21 | BOUT |
| after CTS | REF[0] | 21 | BOUT |
No activity file was given, so power comes from the tool's default toggle rates.
